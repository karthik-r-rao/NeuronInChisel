$ cat design/flow/config.mk
export PLATFORM = sky130hd
export DESIGN_NAME = WeightMemoryAccess
export DESIGN_NICKNAME = WeightMemoryAccess
export VERILOG_FILES = /design/flow/design.v
export SDC_FILE = /design/flow/constraint.sdc
export NUM_CORES = 4
export LEC_CHECK = 1
export CORE_UTILIZATION = 30
export SYNTH_HDL_FRONTEND = slang
export SYNTH_MEMORY_MAX_BITS = 65536
$ cat design/flow/constraint.sdc
current_design WeightMemoryAccess

set clk_period 598.6
set clk_io_pct 0.2

create_clock -name clk0 -period $clk_period [get_ports {clock}]

set non_clock_inputs [all_inputs -no_clocks]
set_input_delay [expr $clk_period * $clk_io_pct] -clock clk0 $non_clock_inputs
set_output_delay [expr $clk_period * $clk_io_pct] -clock clk0 [all_outputs]
$ cat design/flow/design.v
module WeightMemoryAccess(
  input         clock,
  input         reset,
  input         io_wrEna,
  input  [9:0]  io_Addr,
  input  [15:0] io_dataIn,
  output [15:0] io_rdData
);
  reg [15:0] mem [0:1023];  
  wire  mem_rdwrPort_r_en;  
  wire [9:0] mem_rdwrPort_r_addr;  
  wire [15:0] mem_rdwrPort_r_data;  
  wire [15:0] mem_rdwrPort_w_data;  
  wire [9:0] mem_rdwrPort_w_addr;  
  wire  mem_rdwrPort_w_mask;  
  wire  mem_rdwrPort_w_en;  
  reg  mem_rdwrPort_r_en_pipe_0;
  reg [9:0] mem_rdwrPort_r_addr_pipe_0;
  assign mem_rdwrPort_r_en = mem_rdwrPort_r_en_pipe_0;
  assign mem_rdwrPort_r_addr = mem_rdwrPort_r_addr_pipe_0;
  assign mem_rdwrPort_r_data = mem[mem_rdwrPort_r_addr];  
  assign mem_rdwrPort_w_data = io_dataIn;
  assign mem_rdwrPort_w_addr = io_Addr;
  assign mem_rdwrPort_w_mask = io_wrEna;
  assign mem_rdwrPort_w_en = 1'h1 & io_wrEna;
  assign io_rdData = io_wrEna ? 16'h0 : mem_rdwrPort_r_data;  
  always @(posedge clock) begin
    if (mem_rdwrPort_w_en & mem_rdwrPort_w_mask) begin
      mem[mem_rdwrPort_w_addr] <= mem_rdwrPort_w_data;  
    end
    mem_rdwrPort_r_en_pipe_0 <= 1'h1 & ~io_wrEna;
    if (1'h1 & ~io_wrEna) begin
      mem_rdwrPort_r_addr_pipe_0 <= io_Addr;
    end
  end
endmodule
$ cat design/flow/run.sh
#!/bin/bash
# OpenROAD 26Q1-2900-gdf79404cd8, Yosys 0.63+post, stock flow scripts
make -C /OpenROAD-flow-scripts/flow DESIGN_CONFIG=/design/flow/config.mk WORK_HOME=/design/flow/orfs finish
==> run summary <==
Total power after layout -> 2490 uW
First-pass GRT wire length -> 2800 mm
Top-area cell share -> 77.7%
Worst R2R Path Depth -> 1
Worst setup startpoint -> io_wrEna
Met3 GRT Util -> 22.4%
CTS tree -> done
Vias in the first global route -> 351515
Post-CTS setup buffers -> 0
Latency at later pin -> 1350 ps
DP Worst Slack -> 355170 ps
Die area -> 2120000 sq um
Static Leak -> 0.229 uW
Area occupied by registers -> 493000 sq um
Post-Syn Area -> 634000 sq um
Post-synth top cells -> edfxtp_1, mux4_2, mux2i_1, nor2_1, o221ai_1
Critical path's largest stage delay -> 800 ps
Worst path slowest cell -> nand4_1
Clk buf depth -> 6
Yosys warning total -> 0
Row cnt -> 533
Die width -> 1.46 mm
Remaining antenna violation count after routing -> 0
Hold WS -> 474 ps
Routed WL -> 2060 mm
Most frequent CP cell -> buf_4
Cell Count, Final, Fillers Out -> 61542
Gate Count Post-Synth -> 29372
GR peak layer -> met2
Hold crit path type -> reg -> reg
Initial DRC Count -> 22718
Largest net degree at the start of global routing -> 143
Fillers -> 190038
Ys cells -> 29372
Critical Path Source Type -> input pin
Die Ht -> 1.46 mm
First-pass DRT Iterations -> 8
Synth Seq Share -> 77.7%
Synth Flop Type -> edfxtp_1
Pwr/cell area -> 3.40 nW/um^2
Worst setup margin -> 354830 ps
Final setup TNS -> 0 ps
Clock Pin Slew Worst Setup and Hold Paths -> 60 ps
Worst-Margin Slew -> 1530 ps
RR Startpoint -> mem_rdwrPort_r_addr[4]
P&R area growth vs syn -> 15.8%
Total GRT Usage -> 20.6%
CTS sink cnt -> 16404
YS chip area -> 634000 sq um
Crit path kind -> in -> out
Tool Warnings -> 77
Cell area leaders -> edfxtp_1, mux4_2, mux2i_1, o221ai_1, nor2_1
Crit-path cells -> buf_4, inv_1, buf_4, nand2_1, buf_4, a221oi_1, buf_4, nand4_1, buf_4, o21ai_1, buf_4, clkdlybuf4s50_1
Fin crit share -> 40.7%
Fin. Hold Viols -> 0
Post-CTS Resized -> 0
I/O Pins -> 45
Fin Clk Skew -> 13.8 ps
Initial antenna violation count -> 242
Met2 Usage GRT -> 28.4%
Comb area -> 132000 sq um
Flip-flops with a built-in enable -> 16394
Ys async rst share -> 0%
Worst rel slew slack -> -3.16%
Detailed placement HPWL -> 1300 mm
Count leader, synth -> edfxtp_1
Final setup viols -> 0
Fraction of layout cells with a size suffix above 1 -> 27.1%
Buffers added on ports -> 43
DR DRC count -> 0
Num CTS Buffers -> 1683
Worst setup path end -> io_rdData[0]
Clock H-tree levels -> 7
CP Capture Type -> primary output
VDD IR max -> 0.00305 mV
CP arrival -> 124050 ps
Outcome -> finished, violations left
GRT met1 Usage -> 17.2%
Gpl congestion -> 0.923
Seq cells post-synth -> 16404
Worst R2R Setup Slack -> 597790 ps
Max Fanout on Critical Path -> 13
Max_cap viols -> 3
RSZ-0062 raised after global routing -> false
Post-CTS Hold Buffers -> 0
Routed WL per cell -> 33.4 um
Fmax -> 4.10 MHz
Placed cells -> 58181
Floorplan utilization -> 30.1%
Via count -> 322179
Unique cell types -> 89
Congestion Overflow GR -> 0
Core Area -> 2110000 sq um
Period minus WS final -> 243770 ps
Avg Vias per Cell -> 5.24
Required time of the critical path -> 478880 ps
Mean Syn Cell Area -> 21.6 sq um
Failing checks -> capacitance limit, slew limit
Final Slew Violations -> 6
Leading area contributor after synthesis -> edfxtp_1
CTS Root Cell -> clkbuf_16
registers in the layout (all words and copies together) (netlist names), named ones only:
name and cells:
mem_rdwrPort_r_addr 10, mem 16384
cell type report:
cell class                      instances  share of cell area, %
Antenna cell                          378                  0.129
Clock buffer                         2030                   5.97
Clock inverter                        953                   1.23
Inverter                                7                0.00699
Multi-Input combinational cell      11104                   18.0
Sequential cell                     16404                   67.1
Tap cell                            28087                   4.79
Timing Repair Buffer                 2579                   2.74
per-layer routing:
metal | vias up | routed length, um
li1 | 129860 | -
met1 | 160334 | 533000
met2 | 27002 | 894000
met3 | 4642 | 482000
met4 | 341 | 132000
met5 | - | 14500
stage by stage:
| step | util, % | cell area, sq um |
|---|---|---|
| 4_1_cts | 34.8 | 733000 |
| 5_1_grt | 34.8 | 734000 |
| 6_report | 34.8 | 734000 |
| 3_5_place_dp | 32.3 | 680000 |
| 3_3_place_gp | 32.3 | 680000 |
| 2_1_floorplan | - | 634000 |
power breakdown:
group / switching, uW / internal, uW / total [uW]
clock: 427 / 591 / 1020
sequential: 0.977 / 1260 / 1270
combinational: 143 / 65.9 / 209
total: 571 / 1920 / 2490
critical path: cells and delay by family:
kind / cells / cell delay, ps
and+or+nand+nor: 2 / 900
AOI/OAI and AO/OA: 2 / 980
buffers and inverters: 8 / 2410
placed cells by master, fill, tap and decap left out, drive strengths merged, types with 50 or more instances in the layout:
cell | netlist | routed
mux4 | 3319 | 3319
a211oi | 98 | 98
a22o | 82 | 82
nand4 | 50 | 50
clkinv | 1 | 716
a31oi | 92 | 92
o221ai | 729 | 729
edfxtp | 16394 | 16394
clkbuf | 717 | 2030
o22ai | 540 | 540
diode | 0 | 378
mux2 | 75 | 75
nor2 | 1353 | 1353
mux2i | 2091 | 2091
o21ai | 338 | 338
nand2 | 363 | 363
a221oi | 105 | 105
buf | 1140 | 2553
bufinv | 0 | 170
nor3 | 302 | 302
nor4 | 79 | 79
nand3 | 171 | 171
a21oi | 556 | 556
a22oi | 277 | 277
kinds of logic (layout without fill, tap and decap cells):
logic type             after synthesis  after routing  share of synthesized area, %
AOI/OAI and AO/OA                 3107           3107                          3.43
and+or+nand+nor                   2512           2512                          1.73
DFF                              16404          16404                          77.7
muxes                             5485           5485                          15.3
other                                0            378                             0
buffers and inverters             1864           5569                          1.86
worst min path at each step:
stage / start / cells after the start / to / slack, ps
final: mem_rdwrPort_r_addr[8] / 1 / register / 470
after global routing: mem_rdwrPort_r_addr[0] / 1 / register / 490
after CTS: mem_rdwrPort_r_addr[8] / 1 / register / 470
Power figures rest on the tool's default switching activity, not on a simulated workload.
