[./constraint.sdc]
current_design SavePEOutput

set clk_period 7.2
set clk_io_pct 0.2

create_clock -name clk0 -period $clk_period [get_ports {clock}]

set non_clock_inputs [all_inputs -no_clocks]
set_input_delay [expr $clk_period * $clk_io_pct] -clock clk0 $non_clock_inputs
set_output_delay [expr $clk_period * $clk_io_pct] -clock clk0 [all_outputs]
[./run.sh]
#!/bin/bash
# OpenROAD 26Q1-2900-gdf79404cd8, Yosys 0.63+post, stock flow scripts
make -C /OpenROAD-flow-scripts/flow DESIGN_CONFIG=/design/flow/config.mk WORK_HOME=/design/flow/orfs finish
[./design.v]
module SavePEOutput(
  input         clock,
  input         reset,
  input         io_save_pe_output_in_save_data_request,
  input  [15:0] io_save_pe_output_in_current_buffer_memory_pointer,
  input  [15:0] io_save_pe_output_in_PE_outputs_0,
  input  [15:0] io_save_pe_output_in_PE_outputs_1,
  input  [15:0] io_save_pe_output_in_PE_outputs_2,
  input  [15:0] io_save_pe_output_in_PE_outputs_3,
  output        io_save_pe_output_out_save_data_complete,
  output        io_save_pe_output_out_buffer_memory_write_enable,
  output [15:0] io_save_pe_output_out_buffer_memory_write_address,
  output [15:0] io_save_pe_output_out_buffer_memory_write_data
);
  reg [15:0] current_save_stage;  
  reg [1:0] curr_state;  
  reg  save_data_complete;  
  reg [15:0] buffer_memory_pointer;  
  reg [15:0] max_iter;  
  wire [15:0] _max_iter_T_1 = 16'h4 - 16'h1;  
  wire [15:0] _current_save_stage_T_1 = current_save_stage + 16'h1;  
  wire [15:0] _io_save_pe_output_out_buffer_memory_write_address_T_1 = buffer_memory_pointer + current_save_stage;  
  wire [15:0] _GEN_3 = 2'h1 == current_save_stage[1:0] ? io_save_pe_output_in_PE_outputs_1 :
    io_save_pe_output_in_PE_outputs_0;  
  wire [15:0] _GEN_4 = 2'h2 == current_save_stage[1:0] ? io_save_pe_output_in_PE_outputs_2 : _GEN_3;  
  wire [15:0] _GEN_5 = 2'h3 == current_save_stage[1:0] ? io_save_pe_output_in_PE_outputs_3 : _GEN_4;  
  wire  _GEN_6 = current_save_stage == max_iter | save_data_complete;  
  wire [1:0] _GEN_8 = ~io_save_pe_output_in_save_data_request ? 2'h0 : curr_state;  
  wire [15:0] _GEN_15 = 2'h1 == curr_state ? _io_save_pe_output_out_buffer_memory_write_address_T_1 : 16'h0;  
  wire [15:0] _GEN_16 = 2'h1 == curr_state ? _GEN_5 : 16'h0;  
  assign io_save_pe_output_out_save_data_complete = save_data_complete;  
  assign io_save_pe_output_out_buffer_memory_write_enable = 2'h0 == curr_state ? 1'h0 : 2'h1 == curr_state;  
  assign io_save_pe_output_out_buffer_memory_write_address = 2'h0 == curr_state ? 16'h0 : _GEN_15;  
  assign io_save_pe_output_out_buffer_memory_write_data = 2'h0 == curr_state ? 16'h0 : _GEN_16;  
  always @(posedge clock) begin
    if (reset) begin  
      current_save_stage <= 16'h0;  
    end else if (2'h0 == curr_state) begin  
      current_save_stage <= 16'h0;  
    end else if (2'h1 == curr_state) begin  
      current_save_stage <= _current_save_stage_T_1;  
    end
    if (reset) begin  
      curr_state <= 2'h0;  
    end else if (2'h0 == curr_state) begin  
      if (io_save_pe_output_in_save_data_request) begin  
        curr_state <= 2'h1;  
      end
    end else if (2'h1 == curr_state) begin  
      if (current_save_stage == max_iter) begin  
        curr_state <= 2'h2;  
      end
    end else if (2'h2 == curr_state) begin  
      curr_state <= _GEN_8;
    end
    if (reset) begin  
      save_data_complete <= 1'h0;  
    end else if (2'h0 == curr_state) begin  
      save_data_complete <= 1'h0;  
    end else if (2'h1 == curr_state) begin  
      save_data_complete <= _GEN_6;
    end else if (2'h2 == curr_state) begin  
      save_data_complete <= 1'h0;  
    end
    if (reset) begin  
      buffer_memory_pointer <= 16'h0;  
    end else if (2'h0 == curr_state) begin  
      if (io_save_pe_output_in_save_data_request) begin  
        buffer_memory_pointer <= io_save_pe_output_in_current_buffer_memory_pointer;  
      end
    end
    if (reset) begin  
      max_iter <= 16'h0;  
    end else if (2'h0 == curr_state) begin  
      max_iter <= _max_iter_T_1;  
    end
  end
endmodule
[./config.mk]
export PLATFORM = sky130hd
export DESIGN_NAME = SavePEOutput
export DESIGN_NICKNAME = SavePEOutput
export VERILOG_FILES = /design/flow/design.v
export SDC_FILE = /design/flow/constraint.sdc
export NUM_CORES = 4
export LEC_CHECK = 1
export CORE_UTILIZATION = 50
export SYNTH_HDL_FRONTEND = slang
==> impl_metrics.yaml <==
# yosys + openroad results
routing:
  vias_per_cell: 5.29
  via_count: 2989
  met2_wirelength_mm: 3.62
  postRouteAntennaNets: 0
  antennaDiodeCount: 0
  wire_per_inst_um: 14.3
  top_layer: "met4"
  drtIter0Drc: 135
  wl_met3_um: 611
  drc: 0
  wl_mm: 8.11
  dr.pass1.iters: 4
  wl_met1_mm: 3.73
worst_setup_path:
  cp-end-kind: "primary output"
  crit_fanout: 9
  critPathKind: "register to primary output"
  crit_required_ns: 5.76
  startpoint_type: "register"
  worstPathArrival_ns: 3.11
min_path:
  hold_class: "register to register"
outcome:
  status: "finished, final reports clean"
grt:
  grt_overflow: 0
  grt_pass1_vias: 2749
  antenna_found_initial: 0
  track_usage: 0.278
  grt_max_degree: 33
  grt_pass1_wl_mm: 13.2
floorplanning:
  chipWidth_um: 78.0
  ioPinCount: 117
  core_area_um2: 5540
  row_count: 27
  dieArea_um2: 6090
  die_h_um: 78.0
  fp_util: 0.522
clocking:
  clock_sinks: 37
  post_cts_resized: 0
  cts_buffer_depth: 2
  clk_latency_ns: 0.28
  path_clk_slew_ns: 0.07
  cts-root-buf: "clkbuf_8"
  cts_buffers: 5
  cts.htree.levels: 2
  cts_setup_buffers: 0
  holdBufCountCts: 0
  cts_tree: "done"
synth:
  edf_count: 0
  postSynthSeqShare: 0.256
  ys_types: 49
  syn_avg_cell_area_um2: 7.49
  synthArstFlopShare: 0
  ys_ff: 37
  syn_area_um2: 2890
  synth_warnings: 0
  yosys_area_um2: 2890
  yosys_cells: 386
  netlist_instances: 386
  synthFlopType: "dfxtp_1"
power_and_ir_drop:
  leakagePower_nw: 1.50
  irDropWorstVdd_v: 0.000182
  p_total_mw: 0.461
  power_density_nw_per_um2: 110
job:
  tool_warnings: 28
  drv_cap: 0
sta:
  max_freq_mhz: 220
  min_period_ns: 4.55
  rsz0062_at_grt: "false"
  setup_tns_ns: 0
  worstMarginPinSlew_ns: 0.735
  fin_skew_ns: 0.00360
  finalMaxSlewViolations: 0
  setup_violations: 0
  max_slew_margin: 0.509
  period_used_share: 0.631
  report.final.hold_viol_count: 0
place:
  hpwl_mm: 6.37
  place.gp.congestion: 0.881
  placement.io_buffers: 116
  placed_cell_area_um2: 4090
finish:
  areaGrowthSynthToFinish_pct: 44.4
  layout-drive-gt1-share: 0.0385
  fin_area_um2: 4170
-- worst paths after layout --
path	from	to	slack [ns]	cells after the start
setup reg to reg	curr_state[2]	current_save_stage[7]	5.58	4
setup / recovery	current_save_stage[0]	io_save_pe_output_out_buffer_memory_write_address[12]	2.65	9
hold reg to reg	buffer_memory_pointer[11]	buffer_memory_pointer[11]	0.46	2
hold / removal	buffer_memory_pointer[11]	buffer_memory_pointer[11]	0.46	2
-- cells in the mapped netlist (all sizes together), types with 4 or more instances --
library cell / n / share of area
nand2: 70 / 0.091
nor2: 45 / 0.058
dfxtp: 37 / 0.26
mux2i: 34 / 0.12
a21oi: 32 / 0.059
o21ai: 29 / 0.050
ha: 18 / 0.078
clkbuf: 14 / 0.018
inv: 10 / 0.013
xor2: 10 / 0.030
nor3: 9 / 0.016
xnor2: 8 / 0.024
nand3: 7 / 0.014
buf: 6 / 0.011
nand4: 6 / 0.018
nand2b: 5 / 0.011
or3: 5 / 0.011
nor4: 4 / 0.011
-- state kept, by name (all words and copies together) (netlist names) --
name / flops
buffer_memory_pointer: 16
curr_state: 3
current_save_stage: 16
io_save_pe_output_out_save_data_complete: 1
max_iter: 1
-- layout make-up --
cell class,count,area [um^2]
Tap cell,72,90.1
Clock buffer,7,86.3
Fill cell,429,1370
Sequential cell,37,741
Timing Repair Buffer,120,1190
Multi-Input combinational cell,318,2020
Inverter,11,41.3
-- where the power goes --
part	switching (mW)	internal, mW	leakage [nW]
clock	0.0631	0.0758	0.0443
combinational	0.0398	0.0643	1.16
sequential	0.00580	0.212	0.302
-- per-stage QoR --
stage	instances	hold slack (ns)	util	setup slack (ns)
after floorplan	386	0.440	-	3.73
after global placement	558	0.446	0.738	2.90
after detailed placement	558	0.454	0.738	2.92
after CTS	565	0.463	0.753	2.65
after global routing	565	0.485	0.753	2.45
final	565	0.461	0.753	2.65
-- layout by cell type (no fill, tap or decap), drive strengths merged, types with 2 or more instances in the layout --
cell / instances
a211o: 2
a211oi: 3
a21o: 3
a21oi: 32
a41oi: 2
and2: 3
and3: 2
buf: 4
clkbuf: 7
clkdlybuf4s50: 116
dfxtp: 37
ha: 18
inv: 10
mux2i: 34
nand2: 70
nand2b: 5
nand3: 7
nand4: 6
nor2: 45
nor2b: 2
nor3: 9
nor4: 4
o211ai: 3
o21a: 2
o21ai: 29
o21bai: 3
or3: 5
xnor2: 8
xor2: 10
-- logic make-up (layout without fill, tap and decap cells) --
group / after synthesis / after routing / share of synthesized area
xor gates and xnor gates: 18 / 18 / 0.0545
adders and majority gates: 19 / 19 / 0.0848
AOI/OAI and AO/OA: 86 / 86 / 0.188
and+or+nand+nor: 161 / 161 / 0.255
buffers and inverters: 31 / 138 / 0.0437
DFF: 37 / 37 / 0.256
muxes: 34 / 34 / 0.118
-- layer usage --
layer,global-route usage,vias to the layer above
met4,0.0407,0
li1,-,1560
met2,0.453,97
met5,0,-
met3,0.0531,13
met1,0.400,1319
-- critical path, stage by stage (launching register included) --
cell             delay [ns]
dfxtp_1                0.52
ha_1                   0.26
inv_1                  0.07
fa_1                   0.37
and2b_1                0.25
o211ai_2               0.15
a2111oi_4              0.44
nor3_1                 0.09
nor3_1                 0.17
clkdlybuf4s50_1        0.50
Power figures rest on the tool's default switching activity, not on a simulated workload.
