==> ./design.v <==
module BindsTo_0_bufferDatapointMemoryAccess(
  input         clock,
  input         io_wrEna,
  input  [9:0]  io_Addr,
  input  [15:0] io_dataIn,
  output [15:0] io_rdData
);
initial begin
  $readmemb("file:/home/vsathvik/Academics/major_project/neural-net-chisel-main/target/bg-jobs/sbt_5e7bbd18/job-1/target/0cfe3e9f/a6da8bc6/neuroninchisel_2.13-0.1.0.jar!/nn_description_table.txt", bufferDatapointMemoryAccess.mem);
end
                      endmodule
bind bufferDatapointMemoryAccess BindsTo_0_bufferDatapointMemoryAccess BindsTo_0_bufferDatapointMemoryAccess_Inst(.*);
module bufferDatapointMemoryAccess(
  input         clock,
  input         reset,
  input         io_wrEna,
  input  [9:0]  io_Addr,
  input  [15:0] io_dataIn,
  output [15:0] io_rdData
);
  reg [15:0] mem [0:1023];  
  wire  mem_rdwrPort_r_en;  
  wire [9:0] mem_rdwrPort_r_addr;  
  wire [15:0] mem_rdwrPort_r_data;  
  wire [15:0] mem_rdwrPort_w_data;  
  wire [9:0] mem_rdwrPort_w_addr;  
  wire  mem_rdwrPort_w_mask;  
  wire  mem_rdwrPort_w_en;  
  reg  mem_rdwrPort_r_en_pipe_0;
  reg [9:0] mem_rdwrPort_r_addr_pipe_0;
  assign mem_rdwrPort_r_en = mem_rdwrPort_r_en_pipe_0;
  assign mem_rdwrPort_r_addr = mem_rdwrPort_r_addr_pipe_0;
  assign mem_rdwrPort_r_data = mem[mem_rdwrPort_r_addr];  
  assign mem_rdwrPort_w_data = io_dataIn;
  assign mem_rdwrPort_w_addr = io_Addr;
  assign mem_rdwrPort_w_mask = io_wrEna;
  assign mem_rdwrPort_w_en = 1'h1 & io_wrEna;
  assign io_rdData = io_wrEna ? 16'h0 : mem_rdwrPort_r_data;  
  always @(posedge clock) begin
    if (mem_rdwrPort_w_en & mem_rdwrPort_w_mask) begin
      mem[mem_rdwrPort_w_addr] <= mem_rdwrPort_w_data;  
    end
    mem_rdwrPort_r_en_pipe_0 <= 1'h1 & ~io_wrEna;
    if (1'h1 & ~io_wrEna) begin
      mem_rdwrPort_r_addr_pipe_0 <= io_Addr;
    end
  end
endmodule
==> ./run.sh <==
#!/bin/bash
# OpenROAD 26Q1-2900-gdf79404cd8, Yosys 0.63+post, stock flow scripts
make -C /OpenROAD-flow-scripts/flow DESIGN_CONFIG=/design/flow/config.mk WORK_HOME=/design/flow/orfs finish
==> ./config.mk <==
export PLATFORM = sky130hd
export DESIGN_NAME = bufferDatapointMemoryAccess
export DESIGN_NICKNAME = bufferDatapointMemoryAccess
export VERILOG_FILES = /design/flow/design.v
export SDC_FILE = /design/flow/constraint.sdc
export NUM_CORES = 4
export LEC_CHECK = 1
export CORE_UTILIZATION = 30
export SYNTH_HDL_FRONTEND = slang
export SYNTH_MEMORY_MAX_BITS = 65536
==> ./constraint.sdc <==
current_design bufferDatapointMemoryAccess

set clk_period 449.0
set clk_io_pct 0.2

create_clock -name clk0 -period $clk_period [get_ports {clock}]

set non_clock_inputs [all_inputs -no_clocks]
set_input_delay [expr $clk_period * $clk_io_pct] -clock clk0 $non_clock_inputs
set_output_delay [expr $clk_period * $clk_io_pct] -clock clk0 [all_outputs]
==> impl_results.html <==
<h2>Synthesis and place &amp; route</h2>
<table>
<tr><th>Metric</th><th>Value</th></tr>
<tr><th colspan="2">Clock tree</th></tr>
<tr><td>CTS tree</td><td>built</td></tr>
<tr><td>H-Tree Depth</td><td>7</td></tr>
<tr><td>Clock-pin slew on the worst setup and hold paths</td><td>0.06 ns</td></tr>
<tr><td>CTS Sinks</td><td>16400</td></tr>
<tr><td>Number of buffers created by CTS</td><td>1707</td></tr>
<tr><td>Clk Tree Root Cell</td><td>clkbuf_16</td></tr>
<tr><td>Post-CTS repair timing setup buffer count</td><td>0</td></tr>
<tr><td>Maximum clock path buffer count</td><td>6</td></tr>
<tr><td>CTS resizes</td><td>0</td></tr>
<tr><td>Count of hold buffers inserted by post-cts repair</td><td>0</td></tr>
<tr><td>Latency at later pin</td><td>1.37 ns</td></tr>
<tr><th colspan="2">Flow run</th></tr>
<tr><td>Number of OpenROAD warnings</td><td>between 70 and 80</td></tr>
<tr><td>Max_cap viols</td><td>0</td></tr>
<tr><th colspan="2">Global route</th></tr>
<tr><td>Number of antenna violations at the first check in global routing</td><td>~230</td></tr>
<tr><td>Largest net degree at the start of global routing</td><td>128</td></tr>
<tr><td>Wire length of the first global-routing pass</td><td>between 2000 and 3000 mm</td></tr>
<tr><td>Total global routing overflow</td><td>0</td></tr>
<tr><td>Number of global-route vias before repair</td><td>352000</td></tr>
<tr><td>Global-route usage over all layers</td><td>20.4%</td></tr>
<tr><th colspan="2">Timing</th></tr>
<tr><td>Number of endpoints failing setup at the final stage</td><td>0</td></tr>
<tr><td>Max Fclk</td><td>~0.0054 GHz</td></tr>
<tr><td>RSZ-0062 raised after global routing</td><td>false</td></tr>
<tr><td>Slew Viols, Final</td><td>0</td></tr>
<tr><td>Slew headroom</td><td>under 10%</td></tr>
<tr><td>Worst Skew</td><td>between 0.01 and 0.015 ns</td></tr>
<tr><td>Count of final hold-check violations</td><td>0</td></tr>
<tr><td>Slew at the pin closest to its max-slew limit</td><td>1.34 ns</td></tr>
<tr><td>Setup tns final</td><td>0 ns</td></tr>
<tr><td>Final cycle utilization of the critical path</td><td>a little over 40%</td></tr>
<tr><td>Minimum clock period</td><td>183.85 ns</td></tr>
<tr><th colspan="2">Final layout</th></tr>
<tr><td>Total area of multi-input combinational cells</td><td>roughly 130000 µm²</td></tr>
<tr><td>Tally of filler cells in the layout</td><td>~190k</td></tr>
<tr><td>Final core utilization</td><td>about a third</td></tr>
<tr><td>Share of final-layout standard cells stronger than drive strength 1</td><td>between 20% and 30%</td></tr>
<tr><td>Sequential cell area in the final layout</td><td>493000 µm²</td></tr>
<tr><td>Synthesis-to-finish area growth</td><td>15.9%</td></tr>
<tr><th colspan="2">Die</th></tr>
<tr><td>Row count</td><td>534</td></tr>
<tr><td>Area inside the core boundary</td><td>around 2100000 µm²</td></tr>
<tr><td>Width of the chip</td><td>1.46 mm</td></tr>
<tr><td>Chip footprint</td><td>between 2000000 and 2500000 µm²</td></tr>
<tr><td>IO Count</td><td>~45</td></tr>
<tr><td>Initial cell density of the core</td><td>between 30% and 40%</td></tr>
<tr><td>Die extent in y</td><td>about 1.5 mm</td></tr>
<tr><th colspan="2">Yosys</th></tr>
<tr><td>EDFF count, synth</td><td>approximately 16000</td></tr>
<tr><td>Post-synthesis cell type with the largest combined area</td><td>edfxtp_1</td></tr>
<tr><td>Area of the mapped netlist</td><td>around 640000 µm²</td></tr>
<tr><td>Per-instance average area after synthesis</td><td>approximately 22 µm²</td></tr>
<tr><td>Number of synthesized register bits</td><td>about 16000</td></tr>
<tr><td>Yosys stat area</td><td>between 600000 and 700000 µm²</td></tr>
<tr><td>Cell Type Count</td><td>100</td></tr>
<tr><td>Share of Yosys cell area claimed by the top area cell type</td><td>between 70% and 80%</td></tr>
<tr><td>Cell count in the Yosys report</td><td>29400</td></tr>
<tr><td>Async set-or-reset flop fraction in the synthesized netlist</td><td>0%</td></tr>
<tr><td>Cells after Synth</td><td>around 29000</td></tr>
<tr><td>Count of synthesis-stage warnings from yosys</td><td>0</td></tr>
<tr><td>Main area contributors after synthesis</td><td>edfxtp_1 (77%), mux4_2 (11%), mux2i_1 (3.5%)</td></tr>
<tr><td>Primary flip-flop cell chosen by synthesis mapping</td><td>edfxtp_1</td></tr>
<tr><td>Sequential-to-total area share from yosys stat</td><td>roughly 78%</td></tr>
<tr><th colspan="2">Place</th></tr>
<tr><td>IO buf count</td><td>between 40 and 50</td></tr>
<tr><td>Final HPWL DP</td><td>1290 mm</td></tr>
<tr><td>Routability Congestion</td><td>roughly 0.93</td></tr>
<tr><th colspan="2">Setup path</th></tr>
<tr><td>Worst path most repeated cell</td><td>buf_4</td></tr>
<tr><td>Cells along the critical path</td><td>buf_4 -&gt; nor2b_4 -&gt; buf_4 -&gt; o41ai_1 -&gt; a21oi_1 -&gt; nand3_1 -&gt; o22ai_2 -&gt; buf_4 -&gt; clkdlybuf4s50_1</td></tr>
<tr><td>Launching element type of the critical path</td><td>primary input</td></tr>
<tr><td>Arrival time reported for the critical path endpoint</td><td>roughly 94 ns</td></tr>
<tr><td>Worst-path fanout max</td><td>10</td></tr>
<tr><td>Slowest CP cell</td><td>nand3_1</td></tr>
<tr><td>Delay of the slowest critical-path stage</td><td>about 0.86 ns</td></tr>
<tr><td>Critical Setup Path Class</td><td>in -&gt; out</td></tr>
<tr><td>Element type at the critical path end</td><td>output port</td></tr>
<tr><td>Worst R2R Setup Slack</td><td>roughly 450 ns</td></tr>
<tr><td>Largest delay share family, worst path</td><td>AND-OR/OR-AND gates</td></tr>
<tr><td>Data required time at the worst endpoint</td><td>359.20 ns</td></tr>
<tr><td>Buffering stage count on the worst path with inverters included</td><td>4</td></tr>
<tr><th colspan="2">Route</th></tr>
<tr><td>Post-route DRC violation count</td><td>0</td></tr>
<tr><td>Overall via count from detail_route</td><td>about 320k</td></tr>
<tr><td>Avg WL per Cell</td><td>33.1 µm</td></tr>
<tr><td>Drt initial violations</td><td>roughly 23000</td></tr>
<tr><td>Routed wire length</td><td>~2000 mm</td></tr>
<tr><td>Remaining antenna violation count after routing</td><td>1</td></tr>
<tr><td>Post-DR vias/cell</td><td>approximately 5.2</td></tr>
<tr><td>First-pass iteration count of the detailed router</td><td>8</td></tr>
<tr><th colspan="2">Power and ir drop</th></tr>
<tr><td>Peak supply drop</td><td>between 3 and 4 µV</td></tr>
<tr><td>P_leak</td><td>between 0.2 and 0.25 µW</td></tr>
<tr><td>Total power</td><td>around 3300 µW</td></tr>
<tr><td>Power density over cell area</td><td>4.55 nW/µm²</td></tr>
<tr><th colspan="2">Outcome</th></tr>
<tr><td>Result of the run</td><td>finished, violations left</td></tr>
<tr><td>Violations in the final reports</td><td>antenna rules</td></tr>
<tr><th colspan="2">Worst hold path</th></tr>
<tr><td>Path class of the lowest-slack min-delay path</td><td>reg -&gt; reg</td></tr>
</table>
-- flip-flops by register name, summed over array words and instances, names as in the netlist, named ones only --
signal               count
mem                  16384
mem_rdwrPort_r_addr     10
-- placed cells by master (no fill, tap or decap), types with 345 or more instances in the layout --
cell	Yosys	routed
diode_2	0	431
clkbuf_16	0	1734
edfxtp_1	16400	16400
o22ai_1	571	563
nand2_1	386	345
clkinv_1	0	383
buf_4	166	2545
mux2i_1	2242	2242
o221ai_1	813	813
nor2_1	1292	720
nor2_2	1	559
a21oi_1	594	593
mux4_2	3033	3033
-- synth_stat cells (41+ instances only) --
cell and instances:
edfxtp_1 16400, o21ai_0 335, a31oi_1 78, nor3_1 325
buf_6 300, nor4_1 71, mux4_1 221, nor2_1 1292
mux2_2 60, a22oi_1 271, a2111oi_0 41, nand4_1 53
clkbuf_1 723, o22ai_1 571, a22o_1 56, a221oi_1 90
nand2_1 386, a21oi_1 594, mux2i_1 2242, o221ai_1 813
nand3_1 173, mux4_2 3033, buf_4 166, buf_2 287
buf_8 180, buf_1 148, a211oi_1 75
-- worst paths after layout --
path,to,from,depth (start not counted)
worst max register to register,flop,mem_rdwrPort_r_addr[6]$_DFFE_PN_,1
worst min-delay path,flop,mem_rdwrPort_r_addr[8]$_DFFE_PN_,1
worst max-delay path,io_rdData[9],io_wrEna,9
worst min register to register,flop,mem_rdwrPort_r_addr[8]$_DFFE_PN_,1
-- power breakdown --
group / leakage, µW / internal, µW / switching, µW
sequential: 0.147 / 1690 / 1.24
clock: 0.0264 / 809 / 573
combinational: 0.0565 / 88.1 / 192
total: 0.230 / 2580 / 766
-- cell families after synthesis --
logic type,count (synthesis),synth area share (%)
DFF,16400,77.5
AOI/OAI and AO/OA,3153,3.47
muxes,5556,15.3
and+or+nand+nor,2462,1.69
buffers and inverters,1871,2.04
-- per-stage QoR --
step / setup WS, ns / std cells / instance area (µm²) / hold WS, ns
after CTS: 264.98 / 61400 / 735000 / 0.477
after global routing: 265.39 / 61600 / 736000 / 0.492
after floorplan: 267.93 / 29400 / 635000 / 0.448
after detailed placement: 264.99 / 58400 / 681000 / 0.458
final: 265.15 / 61800 / 736000 / 0.477
after global placement: 265.00 / 58400 / 681000 / 0.451
-- final cells by class --
class	count	share of cell area (%)
flip-flops and latches	16400	66.9
multi-input cells	11200	18.0
clock buffers	2053	6.06
well taps	28100	4.78
repair buffers	2631	2.78
clock inverters	969	1.28
diodes	431	0.147
inverters	8	0.00833
-- routing by layer --
metal	track usage (%)	wire length, µm	vias to the layer above
li1	-	-	130000
met4	10.8	133000	383
met2	28.5	899000	26400
met5	6.52	17600	-
met1	16.9	528000	161000
met3	21.5	468000	4696
No activity file was given, so power comes from the tool's default toggle rates.
