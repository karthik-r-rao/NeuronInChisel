**design/flow/design.v**
```verilog
module BindsTo_1_datapointMemoryAccess(
  input         clock,
  input         io_wrEna,
  input  [9:0]  io_Addr,
  input  [17:0] io_dataIn,
  output [17:0] io_rdData
);
initial begin
  $readmemb("file:/home/karthikrrao/neural-net-chisel/target/bg-jobs/sbt_3bd6783e/job-1/target/68e72027/369e09f9/nninchisel_2.13-0.1.0.jar!/nn_description_table.txt", datapointMemoryAccess.mem);
end
                      endmodule
bind datapointMemoryAccess BindsTo_1_datapointMemoryAccess BindsTo_1_datapointMemoryAccess_Inst(.*);
module datapointMemoryAccess(
  input         clock,
  input         reset,
  input         io_wrEna,
  input  [9:0]  io_Addr,
  input  [15:0] io_dataIn,
  output [15:0] io_rdData
);
  reg [15:0] mem [0:1023];  
  wire  mem_rdwrPort_r_en;  
  wire [9:0] mem_rdwrPort_r_addr;  
  wire [15:0] mem_rdwrPort_r_data;  
  wire [15:0] mem_rdwrPort_w_data;  
  wire [9:0] mem_rdwrPort_w_addr;  
  wire  mem_rdwrPort_w_mask;  
  wire  mem_rdwrPort_w_en;  
  reg  mem_rdwrPort_r_en_pipe_0;
  reg [9:0] mem_rdwrPort_r_addr_pipe_0;
  assign mem_rdwrPort_r_en = mem_rdwrPort_r_en_pipe_0;
  assign mem_rdwrPort_r_addr = mem_rdwrPort_r_addr_pipe_0;
  assign mem_rdwrPort_r_data = mem[mem_rdwrPort_r_addr];  
  assign mem_rdwrPort_w_data = io_dataIn;
  assign mem_rdwrPort_w_addr = io_Addr;
  assign mem_rdwrPort_w_mask = io_wrEna;
  assign mem_rdwrPort_w_en = 1'h1 & io_wrEna;
  assign io_rdData = io_wrEna ? 16'h0 : mem_rdwrPort_r_data;  
  always @(posedge clock) begin
    if (mem_rdwrPort_w_en & mem_rdwrPort_w_mask) begin
      mem[mem_rdwrPort_w_addr] <= mem_rdwrPort_w_data;  
    end
    mem_rdwrPort_r_en_pipe_0 <= 1'h1 & ~io_wrEna;
    if (1'h1 & ~io_wrEna) begin
      mem_rdwrPort_r_addr_pipe_0 <= io_Addr;
    end
  end
endmodule
```
**design/flow/run.sh**
```bash
#!/bin/bash
# OpenROAD 26Q1-2900-gdf79404cd8, Yosys 0.63+post, stock flow scripts
make -C /OpenROAD-flow-scripts/flow DESIGN_CONFIG=/design/flow/config.mk WORK_HOME=/design/flow/orfs finish
```
**design/flow/config.mk**
```make
export PLATFORM = sky130hd
export DESIGN_NAME = datapointMemoryAccess
export DESIGN_NICKNAME = datapointMemoryAccess
export VERILOG_FILES = /design/flow/design.v
export SDC_FILE = /design/flow/constraint.sdc
export NUM_CORES = 4
export LEC_CHECK = 1
export CORE_UTILIZATION = 30
export SYNTH_HDL_FRONTEND = slang
export SYNTH_MEMORY_MAX_BITS = 65536
```
**design/flow/constraint.sdc**
```tcl
current_design datapointMemoryAccess

set clk_period 359.2
set clk_io_pct 0.2

create_clock -name clk0 -period $clk_period [get_ports {clock}]

set non_clock_inputs [all_inputs -no_clocks]
set_input_delay [expr $clk_period * $clk_io_pct] -clock clk0 $non_clock_inputs
set_output_delay [expr $clk_period * $clk_io_pct] -clock clk0 [all_outputs]
```
==> results.json <==
{
  "wl_mm": 2040,
  "antenna_found_initial": 249,
  "synth-async-reset-ratio_pct": 0,
  "finalWeightedCongestion": 0.9227,
  "avgSynthCellArea_um2": 21.58,
  "tns_ns": 0,
  "ys_top_logic_family": "multiplexers",
  "tool_warnings": 106,
  "cp.required_ns": 287.36,
  "wl_per_cell_um": 33.04,
  "placementRows": 534,
  "cts_tree": "built",
  "post_cts_resized": 0,
  "top_cells_by_count": "edfxtp_1 (16390), mux4_2 (3033), mux2i_1 (2242)",
  "clock.fmax_mhz": 6.752,
  "synthAoiAreaFrac_pct": 3.468,
  "grt_pass1_vias": 351800,
  "start_kind": "input pin",
  "tightestPinTransition_ns": 1.409,
  "yosysTopAreaCell": "edfxtp_1",
  "cts_buffers": 1697,
  "yosys.area_share.simple_pct": 1.685,
  "cts_hold_buf": 0,
  "crit_start": "io_wrEna",
  "chip_area_um2": 2124000,
  "area_leaders": "edfxtp_1 (77%), mux4_2 (11%), mux2i_1 (3.5%), o221ai_1 (1.1%), mux4_1 (0.91%)",
  "critPathArrivalTime_ns": 76.26,
  "most_common_cell": "edfxtp_1",
  "clk_path_buf_depth": 6,
  "grt_pass1_wl_mm": 2780,
  "min_period_ns": 148.10,
  "syn_inst": 29450,
  "die_height_mm": 1.457,
  "yosys-mux-area-fraction_pct": 15.30,
  "area_growth_pct": 15.59,
  "grt_max_degree": 133,
  "drtIter0Drc": 22830,
  "vias": 322800,
  "place_hpwl_mm": 1291,
  "crit_fanout": 8,
  "totalPowerFinal_mw": 4.141,
  "gr-total-overflow": 0,
  "hold_viol": 0,
  "io_pins": 45,
  "yosys_most_used_dff": "edfxtp_1",
  "logic_area_um2": 132800,
  "drive_gt1_share_pct": 26.40,
  "synth-xor-area-share_pct": 0,
  "powerDensity_nw_per_um2": 5.637,
  "fin_worst_skew_ns": 0.005817,
  "edf_count": 16390,
  "ys_cells": 29450,
  "post_cts_buffers": 0,
  "fillCellCount": 190700,
  "clk_pin_slew_worst_paths_ns": 0.06,
  "cellLeakagePower_nw": 229.5,
  "ant_nets": 0,
  "clock.latency.late_pin_ns": 1.30,
  "adder_share_pct": 0,
  "ys_seq_elements": 16400,
  "setup_viol_count_final": 0,
  "hold_class": "reg -> reg",
  "finalCritPeriodShare_pct": 41.23,
  "cts.sinks": 16400,
  "grt_use_total_pct": 20.34,
  "min-delay-start": "mem_rdwrPort_r_addr[4]$_DFFE_PN_",
  "viasPerCell": 5.227,
  "cts-root-buf": "clkbuf_16",
  "rsz0062_at_grt": "no",
  "critPathCaptureType": "output pin",
  "htreeDepth": 7,
  "yosys.stat.seqShare_pct": 77.51,
  "crit_type": "in -> out",
  "cap_viol_max_count": 0,
  "seq_area_um2": 492500,
  "io_buffers": 43,
  "yosys_area_um2": 635400,
  "netlist.area_leader.share_pct": 77.47,
  "slew_viol_final": 0,
  "drc": 0,
  "fp_util_pct": 30.07,
  "syn_area_um2": 635400,
  "first_pass_iters": 6,
  "peakVddDrop_mv": 0.005033,
  "fp.dieW_mm": 1.457,
  "ys_types": 100,
  "coreArea_um2": 2113000,
  "r2r-start": "mem_rdwrPort_r_addr[8]$_DFFE_PN_",
  "slew_headroom_pct": 5.349,
  "status": "finished clean",
  "ys_warn_count": 0
}
==> area by class of cell <==
| cell class | count | share of cell area [%] |
|---|---|---|
| inverters | 8 | 0.008347 |
| flip-flops and latches | 16400 | 67.06 |
| diodes | 435 | 0.1482 |
| well taps | 28140 | 4.794 |
| clock buffers | 2042 | 6.010 |
| clock inverters | 936 | 1.115 |
| multi-input cells | 11170 | 18.08 |
| repair buffers | 2609 | 2.789 |
==> cells by family after synthesis <==
group	count (synthesis)
buffers and inverters	1871
AND-OR/OR-AND	3153
multiplexers	5556
AND/OR/NAND/NOR	2462
flip-flops	16400
==> sequential cells by signal, indices dropped and copies added, names as in the netlist, named ones only <==
name and count:
mem 16384, mem_rdwrPort_r_addr 10
==> final timing paths <==
path / end / slack (ns) / cells past startpoint
worst max-delay path: io_rdData[9] / 211.10 / 9
worst min-delay path: flip-flop / 0.48 / 1
worst max register to register: flip-flop / 358.44 / 1
worst min register to register: flip-flop / 0.48 / 1
==> critical path: stages <==
cell and delay [ns]:
buf_4 0.21, nor2b_4 0.13, buf_4 0.44, o41ai_1 0.18, a21oi_1 0.90, nand3_1 0.83
o22ai_2 0.90, buf_4 0.26, clkdlybuf4s50_1 0.46
==> cells in the final DEF (no fill, tap or decap), drive strengths merged, types with 335 or more instances in the layout <==
master,n
edfxtp,16390
a21oi,594
nor2,1293
diode,435
nand2,386
mux2i,2242
buf,2583
clkbuf,2042
clkinv,721
o21ai,335
o22ai,571
mux4,3254
o221ai,814
==> report_power, final <==
group	internal, mW	switching (mW)
clock	0.971	0.711
sequential	2.11	0.00138
combinational	0.110	0.240
==> through the flow <==
| step | setup slack, ns | hold slack [ns] | cells | util, % | cell area [um2] |
|---|---|---|---|---|---|
| finish | 211.10 | 0.4752 | 61750 | 34.75 | 734500 |
| global route | 211.32 | 0.4907 | 61480 | 34.72 | 733800 |
| CTS | 211.35 | 0.4747 | 61310 | 34.70 | 733400 |
| detailed placement | 211.36 | 0.4560 | 58330 | 32.23 | 681100 |
| global placement | 211.41 | 0.4505 | 58330 | 32.23 | 681100 |
| floorplan | 214.05 | 0.4478 | 29450 | - | 635400 |
==> routing by layer <==
layer	up-vias	track usage (%)	share of wire, %	wire length [um]
met5	-	5.607	0.65	13260
met2	26330	28.52	44	904000
met3	4527	21.64	23	468000
li1	130400	-	-	-
met1	161200	16.84	26	530500
met4	297	10.37	6.1	124400
